**./constraint.sdc**
```tcl
current_design SPI_wrapper

set clk_period 45.5
set clk_io_pct 0.2

create_clock -name clk0 -period $clk_period [get_ports {clk}]

set non_clock_inputs [all_inputs -no_clocks]
set_input_delay [expr $clk_period * $clk_io_pct] -clock clk0 $non_clock_inputs
set_output_delay [expr $clk_period * $clk_io_pct] -clock clk0 [all_outputs]
```
**./run.sh**
```bash
#!/bin/bash
# OpenROAD 26Q1-2900-gdf79404cd8, Yosys 0.63+post, stock flow scripts
make -C /OpenROAD-flow-scripts/flow DESIGN_CONFIG=/design/flow/config.mk WORK_HOME=/design/flow/orfs finish
```
**./config.mk**
```make
export PLATFORM = sky130hd
export DESIGN_NAME = SPI_wrapper
export DESIGN_NICKNAME = SPI_wrapper
export VERILOG_FILES = /design/flow/design.v
export SDC_FILE = /design/flow/constraint.sdc
export NUM_CORES = 4
export LEC_CHECK = 1
export CORE_UTILIZATION = 50
```
**./design.v**
```verilog
module RAM #(parameter MEM_DEPTH = 256 ,ADDR_SIZE =8)
    (
    input [ 9 : 0 ] din ,
    input rx_valid , clk , rst_n ,
    output reg [7:0] dout ,
    output reg tx_valid 
    );
    reg [ADDR_SIZE-1:0]mem[MEM_DEPTH-1:0];
    reg [7:0] r_addr, w_addr;
always @(posedge clk) begin
    if(~rst_n) begin
     dout <= 0 ;
     tx_valid <= 0 ;
     r_addr <= 0;
     w_addr <= 0;
  end else if (rx_valid) begin
    if (din[9:8] == 2'b00) begin
      w_addr <= din[7:0] ;
       tx_valid <= 0;
    end else if (din[9:8] == 2'b01) begin
      mem[w_addr] <= din[7:0] ;
    tx_valid <= 0;
    end   else if (din[9:8] == 2'b10) begin
    r_addr <= din[7:0] ;
    tx_valid <= 0;
 end   else if (din[9:8] == 2'b11) begin
    dout <= mem[r_addr] ;
      tx_valid <= 1 ;
end
end
end
    endmodule 
module SPI (
    input MOSI, ss_n, clk, rst_n, tx_valid,
    input [7:0] tx_data,
    output reg [9:0] rx_data, 
    output reg MISO , rx_valid
);
 localparam IDLE = 3'b000 ,CHK_CMD = 3'b001, WRITE = 3'b010 , READ_ADD = 3'b011 , READ_DATA = 3'b100 ;
    reg [2:0] cs, ns ;
    reg read_enable ;
    reg [3:0] counter_1 ;
    reg [2:0] counter_2 ;
    reg [9:0] data ;
    always @(posedge clk ) begin
        if (~rst_n)
        cs <= IDLE;
        else 
        cs <= ns; 
        end
        always @(*) begin 
            case (cs) 
            IDLE : begin 
                if (ss_n == 1)
                ns = IDLE;
                else
                ns = CHK_CMD;
            end
            CHK_CMD : begin
                if (ss_n == 0 && MOSI == 0)
                ns = WRITE ;
                else if ( ss_n ==0 && MOSI == 1 && read_enable == 1) 
                ns = READ_ADD ;
                else 
                ns = READ_DATA ;
            end
            WRITE : begin
                if (ss_n == 1)
                ns = IDLE;
                else 
                ns = WRITE;
            end
            READ_ADD:  begin
                if (ss_n == 1)
                ns = IDLE;
                else 
                ns = READ_ADD;
            end
            READ_DATA : begin
                if (ss_n == 1)
                ns = IDLE ;
                else 
                ns = READ_DATA;
                end
            default : ns = IDLE;
            endcase 
        end
        always@(posedge clk )begin
            if (~rst_n) begin
            MISO <= 0; rx_data <= 0;  rx_valid <= 0;  counter_1 <= 9;counter_2 <= 7; read_enable <= 1; data <= 0; 
            end
            else begin
                 if (cs == IDLE) begin
                counter_1 <= 9;
                counter_2 <= 7;
                rx_valid <= 0;
                 end
                else if ( cs == WRITE ) begin
                    if (counter_1 >=0)begin
                     data[counter_1] <= MOSI ;  
                    counter_1 <= counter_1 - 1;
                    end
                    if (counter_1 == 0) begin
                    rx_valid <= 1;
                    rx_data <= data;
                end 
                end
                else if ( cs == READ_ADD ) begin
                    if (counter_1>=0)begin
                     data[counter_1] <= MOSI ;  
                    counter_1 <= counter_1 - 1;
                    end
                    if (counter_1 == 0) begin
                    rx_valid <= 1;
                    rx_data <= data;
                    read_enable <= 0 ;  
                end
                end
                else if (cs == READ_DATA) begin    
                  if (counter_1 >= 0)begin
                data[counter_1] <= MOSI;
                counter_1 <= counter_1 - 1;   
                end
            if(counter_1 == 0) begin
                rx_valid <= 1;
                rx_data <= data ; 
                counter_1 <= 9 ;
            end
            if(rx_valid  == 1) rx_valid <= 0; 
            if(tx_valid==1 && counter_2 >=0)begin
                MISO <= tx_data[counter_2] ;  
                counter_2 <= counter_2 - 1 ;
            end
            if(counter_2 == 7)begin
                read_enable <= 1;
                end
            end
            end
        end
endmodule
module SPI_wrapper(
input MOSI, ss_n , clk, rst_n ,
output MISO
    );
    wire [9:0] rx_data ;
    wire  rx_valid;
    wire [7:0] tx_data ;
    wire tx_valid ;
    SPI DUT1 (
    .MOSI(MOSI),
    .ss_n(ss_n),
    .rst_n(rst_n),
    .clk(clk),
    .rx_data(rx_data),
    .rx_valid(rx_valid),
    .tx_data(tx_data),
    .tx_valid(tx_valid), 
    .MISO(MISO)   
    ) ; 
 RAM DUT2 (   
 .din(rx_data),
 .rx_valid(rx_valid),
 .clk(clk),
 .rst_n(rst_n),
 .dout(tx_data),
 .tx_valid(tx_valid)
 );    
endmodule
```
==> reports/qor.csv <==
stage,metric,value,unit
die,die_w,408,um
sta,slew-limit-headroom,28.0,%
sta,min_period,12380,ps
clocking,hold_buffers,0,
routing,route.met2.wl,105000,um
routing,routed.top_layer,met5,
pwr,peakVddDrop,0.0466,mV
status,status,"finished, final reports clean",
clocking,cts_tree,done,
yosys,yosysUniqueCellTypes,72,
flow_run,timing.max_cap.violations,0,
critical_path,worst_ep_required_time,45960,ps
yosys,ys_seq_share,76.2,%
routing,routed-wl-met3,38700,um
yosys,ys.warnings.count,2,
layout,syn2layout_area_growth,11.3,%
global_route,grt_use_total,31.0,%
pwr,p_int,3.08,mW
sta,rsz0062_at_grt,false,
die,rows,148,
flow_run,warning_count,39,
layout,fill_cells,11945,
sta,tightest_slew,1080,ps
placement,gp_congestion,0.974,
routing,ant_nets,0,
sta,drv_slew,0,
clocking,root_buffer,clkbuf_16,
sta,fin_crit_sh,27.2,%
routing,via_per_inst,6.24,
routing,drt_first_pass_iters,5,
routing,drtIter0Drc,2908,
yosys,yosysChipArea,0.0823,mm2
global_route,grt_pass1_vias,45765,
die,ios,5,
clocking,clk_latency,850,ps
yosys,edf_count,2048,
worst_hold_path,holdCritPathClass,reg2reg,
global_route,grt_first_pass_wirelength,322000,um
critical_path,cp_max_fo,47,
routing,drcViolationCount,0,
die,die_h,408,um
pwr,pwr-share-clk,44.7,%
sta,hold_viol,0,
die,fp_util,50.5,%
layout,drive_above_1_share,19.7,%
routing,wl_per_cell,34.0,um
critical_path,slowest_stage,nand3_1,
pwr,power,3.80,mW
pwr,seqPwrFrac,55.2,%
yosys,yosysTopAreaCell,edfxtp_1,
die,core_region_area,0.163,mm2
critical_path,startpoint_type,input port,
pwr,power_leakage,27.7,nW
clocking,post_cts_buffers,0,
pwr,switchingPower,0.716,mW
die,die_area,0.166,mm2
yosys,numSynthFlops,2108,
global_route,grt_max_degree,106,
sta,clock.fmax,80.8,MHz
yosys,yosysMostFrequentCell,edfxtp_1,
yosys,netlist_top_cells_area,"edfxtp_1 75%, mux4_2 11%, mux2i_1 3.6%",
clocking,cts_buffers,206,
clocking,post_cts_resized,0,
placement,dpl.hpwl,141000,um
critical_path,path_cells,clkdlybuf4s50_1 -> buf_4 -> nand3_1 -> nor2_1 -> buf_4 -> nand3_1 -> buf_4 -> nor2_1,
clocking,cts.sink_count,2108,
pwr,power_frac_comb,0.1,%
critical_path,crit_path_end_kind,flop,
sta,setup_tns,0,ps
yosys,syn_avg_cell_area,19.8,um2
critical_path,crit_top_cell,buf_4,
clocking,cts_buffer_depth,3,
placement,pre_cts_slack,32340,ps
routing,totalWireLength,225000,um
yosys,top_cell_area_share,74.7,%
global_route,antenna_found_initial,4,
yosys,async_flop_share,0,%
yosys,netlist_area,0.0823,mm2
routing,wl_met1,70400,um
yosys,ys.flop_type,edfxtp_1,
clocking,htree_levels,4,
placement,io_buffers,4,
yosys,ys_top_cells_by_count,"2,048 x edfxtp_1, 402 x mux4_2, 313 x nor2_1",
pwr,power_switching_share,18.9,%
clocking,clkTransAtPathRegs,60,ps
sta,fin_ws,33120,ps
routing,via_count,41300,
sta,setup_viol,0,
critical_path,crit_type,in2reg,
sta,finalClockSkew,43.4,ps
critical_path,arrival,12840,ps
global_route,overflow,0,
critical_path,cpPeakStageDelay,810,ps
pwr,p_per_area,41.4,mW/mm2
yosys,ys_cells,4164,
yosys,synthCells,4164,
[flip-flops by register name, summed over array words and instances (netlist names), 4 cells and up]
| register | count |
|---|---|
| DUT2.w_addr | 8 |
| DUT1.data | 10 |
| DUT2.mem | 2048 |
| DUT1.counter_1 | 4 |
| DUT2.dout | 8 |
| DUT1.cs | 5 |
| DUT2.r_addr | 8 |
| DUT1.rx_data | 10 |
[worst paths after layout]
check | startpoint | endpoint | slack (ps) | cells after the start
min reg2reg | DUT1.data[1]$_SDFFE_PN0N_ | DUT1.rx_data[1]$_SDFFE_PN0P_ | 460 | 2
max reg2reg | DUT2.r_addr[0]$_SDFFE_PN0P_ | DUT2.dout[1]$_SDFFE_PN0P_ | 39640 | 11
min | DUT1.data[1]$_SDFFE_PN0N_ | DUT1.rx_data[1]$_SDFFE_PN0P_ | 460 | 2
max | rst_n | DUT2.mem[56][0]$_DFFE_PP_ | 33120 | 8
[layer usage]
metal  vias to the layer above  track usage (%)
met2                      2908             42.9
met3                       461             23.8
met1                     20550             39.1
li1                      17351                -
met4                        30             10.8
met5                         -             3.28
[kinds of logic after synthesis]
group / count (synthesis) / synth area share (%)
xor gates and xnor gates: 4 / 0.0426
AOI/OAI and AO/OA: 433 / 3.67
buffers and inverters: 265 / 1.93
muxes: 699 / 14.7
adders and majority gates: 6 / 0.0912
DFF: 2108 / 76.2
and+or+nand+nor: 649 / 3.46
[stage by stage]
| stage | cell area, um2 | instances | hold slack (ps) | util [%] |
|---|---|---|---|---|
| after floorplan | 82300 | 4164 | 431 | - |
| after global placement | 84900 | 6236 | 443 | 52.0 |
| after detailed placement | 84900 | 6236 | 448 | 52.0 |
| after CTS | 91600 | 6617 | 461 | 56.2 |
| after global routing | 91600 | 6617 | 476 | 56.2 |
| final | 91600 | 6620 | 457 | 56.2 |
[placed cells by master (no fill, tap or decap), drive strengths merged, types with 5 or more instances in the layout]
| cell type | instances |
|---|---|
| a2111oi | 13 |
| a211oi | 45 |
| a21boi | 24 |
| a21oi | 43 |
| a221oi | 6 |
| a22o | 5 |
| a22oi | 46 |
| a311oi | 5 |
| a31oi | 16 |
| and2 | 18 |
| buf | 148 |
| bufinv | 22 |
| clkbuf | 274 |
| clkinv | 72 |
| clkinvlp | 6 |
| dfxtp | 60 |
| edfxtp | 2048 |
| ha | 6 |
| inv | 17 |
| mux2i | 292 |
| mux4 | 404 |
| nand2 | 147 |
| nand2b | 10 |
| nand3 | 45 |
| nand4 | 8 |
| nor2 | 313 |
| nor2b | 29 |
| nor3 | 31 |
| nor4 | 12 |
| o21ai | 46 |
| o221ai | 43 |
| o22ai | 104 |
| o31ai | 5 |
| or3 | 14 |
| or3b | 5 |
[layout make-up]
cell class	count	area, um2	share of cell area, %
flip-flops and latches	2108	62700	68.5
multi-input cells	1791	18100	19.7
clock buffers	274	5560	6.07
well taps	2175	2720	2.97
repair buffers	152	1280	1.39
clock inverters	107	1170	1.28
inverters	10	42.5	0.0464
diodes	3	7.51	0.00819
[critical path: cells and delay by family]
kind | cells | cell delay, ps
AND/OR/NAND/NOR | 4 | 2050
buffers and inverters | 4 | 1650
[power by group through the flow]
| stage | sequential, mW | combinational [mW] | clock, mW |
|---|---|---|---|
| CTS | 2.10 | 0.00296 | 1.72 |
| global route | 2.09 | 0.00322 | 1.79 |
| finish | 2.10 | 0.00297 | 1.70 |
Power is estimated from default activity; no workload was simulated.
